==> /design/flow/design.v <==
module dds_addr (clk, rst_n, addr_out, test, strobe, FWORD);
    input clk, rst_n;           
    input [31:0] FWORD;
    output [11: 0] addr_out;     
    output [11: 0] test;
    output strobe;
    parameter N = 32;
    parameter PWORD = 2048;      
    reg [N-1: 0] addr;          
    reg strobe_r;
    always @ (posedge clk or negedge rst_n)
    begin
       if (!rst_n)
           begin
              addr <= 0;  
           end
      else
          begin
              addr <= addr + FWORD;
              if (addr[N-1:N-12] + PWORD == 12'hc00) begin
                  strobe_r <= 1'b1;
              end
              else begin
                  strobe_r <= 1'b0;
              end
          end     
    end 
    assign test = addr[N-1:N-12] + PWORD;
    assign addr_out = addr[N-1:N-12] + PWORD;
    assign strobe = strobe_r;
endmodule
==> /design/flow/run.sh <==
#!/bin/bash
# OpenROAD 26Q1-2900-gdf79404cd8, Yosys 0.63+post, stock flow scripts
make -C /OpenROAD-flow-scripts/flow DESIGN_CONFIG=/design/flow/config.mk WORK_HOME=/design/flow/orfs finish
==> /design/flow/config.mk <==
export PLATFORM = sky130hd
export DESIGN_NAME = dds_addr
export DESIGN_NICKNAME = dds_addr
export VERILOG_FILES = /design/flow/design.v
export SDC_FILE = /design/flow/constraint.sdc
export NUM_CORES = 4
export LEC_CHECK = 1
export CORE_UTILIZATION = 50
==> /design/flow/constraint.sdc <==
current_design dds_addr

set clk_period 12.5
set clk_io_pct 0.2

create_clock -name clk0 -period $clk_period [get_ports {clk}]

set non_clock_inputs [all_inputs -no_clocks]
set_input_delay [expr $clk_period * $clk_io_pct] -clock clk0 $non_clock_inputs
set_output_delay [expr $clk_period * $clk_io_pct] -clock clk0 [all_outputs]
==> impl_metrics.json <==
{
  "status": "finished, final reports clean",
  "cts_root_buf": "clkbuf_8",
  "die_x_um": 76.0,
  "cts_buffers": 5,
  "dp_hpwl_um": 4490,
  "drtIter0Drc": 141,
  "vias": 2312,
  "final_cells": 412,
  "fp-utilization_pct": 52.6,
  "fmax_mhz": 209,
  "crit_path_start": "FWORD[0]",
  "top_area_cell": "dfrtp_1",
  "max_cap_violations": 0,
  "core.rowCount": 26,
  "wl_met1_um": 3110,
  "ys_top_cells_by_area": "dfrtp_1 29%, ha_1 14%, a21oi_1 6.8%",
  "cts_sinks": 33,
  "postCtsSetupRepairBufs": 0,
  "area_growth_pct": 21.0,
  "min_period_ns": 4.79,
  "power.density_nw_per_um2": 268,
  "hold_path_end": "addr[0]",
  "numSynthFlops": 33,
  "rr_endpoint": "addr[30]",
  "slew_headroom_pct": 67.0,
  "pre_cts_slack_ns": 7.43,
  "warnings": 26,
  "tightest_slew_ns": 0.492,
  "skew_ns": 0.00623,
  "dp.cells": 404,
  "die_h_um": 76.0,
  "arrival_ns": 4.97,
  "drtAntennaViolNets": 0,
  "power_frac_clock_pct": 8.8,
  "drv_slew": 0,
  "swShare_pct": 43.0,
  "critical_path_class": "input port to register",
  "chip_area_um2": 5780,
  "r2r_setup_slack_ns": 9.99,
  "yosysWarnings": 1,
  "yosysSeqAreaShare_pct": 30.3,
  "route.detailed.drc": 0,
  "synthArstFlopShare_pct": 97.0,
  "cp-end-kind": "register",
  "hp-class": "register to register",
  "crit_required_ns": 12.67,
  "p_leak_uw": 0.00139,
  "route.met2.wl_um": 2230,
  "finalHoldViolCount": 0,
  "path_max_fanout": 3,
  "edf_count": 1,
  "switching_power_uw": 383,
  "totalWireLength_um": 5830,
  "avgSynthCellArea_um2": 9.13,
  "hold_buffers": 0,
  "grt_overflow": 0,
  "p_seq_share_pct": 22.8,
  "io_pins": 59,
  "ir_drop_v": 0.000136,
  "layout_setup_ws_ns": 7.71,
  "place_congestion": 0.912,
  "highest_layer": "met4",
  "clkTransAtPathRegs_ns": 0.07,
  "finalClockPeriodUsage_pct": 38.3,
  "grt_max_degree": 34,
  "ys_types": 48,
  "cts_tree": "done",
  "wire_per_inst_um": 14.1,
  "drt_first_pass_iters": 5,
  "clock.latency.late_pin_ns": 0.28,
  "synth_top_area_share_pct": 29.2,
  "synthCells": 300,
  "yosys-stat-cells": 300,
  "diodes": 0,
  "grt_pass1_vias": 2108,
  "cp-start-kind": "input port",
  "reg2reg_from": "addr[0]",
  "p_comb_share_pct": 68.4,
  "clk_path_buf_depth": 2,
  "track_usage_pct": 22.6,
  "wl_met3_um": 439,
  "rr_worst_depth": 9,
  "antenna_found_initial": 0,
  "setup_viol": 0,
  "routed_via_density": 5.61,
  "synth_area_um2": 2740,
  "io_buffers": 58,
  "hp-start": "addr[0]",
  "drive_gt1_share_pct": 6.14,
  "whs_path_depth": 1,
  "cts_resized": 0,
  "grt_pass1_wl_um": 10200,
  "cts_max_level": 2,
  "tns_ns": 0,
  "core_area_um2": 5200,
  "rsz0062_at_grt": "no",
  "yosys_area_um2": 2740,
  "synth-main-ff-cell": "dfrtp_1",
  "internal_power_uw": 507
}
[how the worst max path moves through the flow]
stage | endpoint | slack (ns) | depth (start not counted)
after CTS | addr[30] | 7.72 | 10
after global routing | addr[30] | 7.54 | 10
final | addr[30] | 7.71 | 10
[power groups by stage]
stage | registers (uW) | logic (uW) | clock network (uW)
6_report | 203 | 609 | 78.3
5_1_grt | 210 | 681 | 87.3
4_1_cts | 203 | 608 | 81.4
[sequential cells by signal, indices dropped and copies added (netlist names)]
register  flops
addr         32
strobe_r      1
[per-stage QoR]
step | utilization, % | total power, uW | cell area [um2] | hold WS [ns]
after floorplan | - | 675 | 2740 | 0.443
after global placement | 62.2 | 806 | 3240 | 0.456
after detailed placement | 62.2 | 807 | 3240 | 0.460
after CTS | 63.7 | 892 | 3320 | 0.476
after global routing | 63.7 | 979 | 3320 | 0.482
final | 63.7 | 890 | 3320 | 0.475
[cell usage in the layout (no fill, tap or decap), types with 4 or more instances in the layout]
master	count
nand4_1	4
a31oi_1	4
nor3_1	7
clkdlybuf4s50_1	58
nand2_1	22
dfrtp_1	32
o21bai_1	4
nor4_1	4
o21ai_1	5
nand3_1	4
nor2_1	14
clkbuf_8	5
o211ai_1	5
a21oi_1	37
a21o_1	9
o21ai_0	14
xnor2_1	19
inv_1	8
xor2_1	11
ha_1	31
[layer usage]
metal / track usage (%) / up-vias
li1: - / 1159
met3: 4.74 / 4
met5: 0 / -
met2: 29.5 / 82
met4: 2.50 / 0
met1: 40.2 / 1067
[critical path, cell delays in order]
cell and delay, ns:
clkdlybuf4s50_1 0.40, ha_1 0.22, fa_1 0.44, a21oi_1 0.24, o211ai_2 0.12, a21oi_2 0.23, o41ai_2 0.13, o31a_2 0.34
nor3_1 0.13, and4b_1 0.20
[cells by family after synthesis]
logic type | synth area share, %
flops | 30.3
xor+xnor | 9.59
compound gates | 24.7
buf+inv | 7.81
simple gates | 12.6
fa+ha+maj | 14.9
[cell type report]
type	count	area [um2]
well taps	70	87.6
inverters	9	33.8
fillers	449	1890
flip-flops and latches	33	831
multi-input cells	233	1700
repair buffers	59	588
clock buffers	8	80.1
[synthesized netlist by cell type (2+ instances only)]
master,instances
a211oi_2,2
a21boi_0,3
a21o_1,9
a21oi_1,37
a21oi_2,2
a31oi_1,4
and2_1,2
and3_1,2
buf_4,23
clkbuf_1,2
dfrtp_1,32
ha_1,31
inv_1,8
nand2_1,22
nand2b_1,3
nand3_1,4
nand4_1,4
nor2_1,14
nor2b_1,2
nor3_1,7
nor4_1,4
o211ai_1,5
o211ai_2,2
o21a_1,2
o21ai_0,14
o21ai_1,5
o21bai_1,4
o221ai_1,2
o41ai_2,2
xnor2_1,19
xor2_1,11
No activity file was given, so power comes from the tool's default toggle rates.
